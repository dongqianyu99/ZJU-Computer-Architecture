`design/flow/config.mk`:
```
export PLATFORM = sky130hd
export DESIGN_NAME = cmu
export DESIGN_NICKNAME = cmu
export VERILOG_FILES = /design/flow/design.v
export SDC_FILE = /design/flow/constraint.sdc
export NUM_CORES = 4
export LEC_CHECK = 1
export CORE_UTILIZATION = 40
export SYNTH_MEMORY_MAX_BITS = 65536
```
`design/flow/constraint.sdc`:
```
current_design cmu

set clk_period 34.0
set clk_io_pct 0.2

create_clock -name clk0 -period $clk_period [get_ports {clk}]

set non_clock_inputs [all_inputs -no_clocks]
set_input_delay [expr $clk_period * $clk_io_pct] -clock clk0 $non_clock_inputs
set_output_delay [expr $clk_period * $clk_io_pct] -clock clk0 [all_outputs]
```
`design/flow/design.v`:
```
module cache (
	input wire clk,   
	input wire rst,   
	input wire [ADDR_BITS-1:0] addr,   
    input wire load,     
	input wire store,   
	input wire edit,   
	input wire invalid,   
    input wire [2:0] u_b_h_w,  
	input wire [31:0] din,   
	output reg hit = 0,   
	output reg [31:0] dout = 0,   
	output reg valid = 0,   
	output reg dirty = 0,   
	output reg [TAG_BITS-1:0] tag = 0   
	);
    localparam 
    ADDR_BITS = 32,
    WORD_BYTES = 4,
    WORD_BYTES_WIDTH = 2,    
    WORD_BITS = (WORD_BYTES * 8),
    ELEMENT_WORDS = 4,
    ELEMENT_WORDS_WIDTH = 2,    
    BLOCK_WIDTH = (ELEMENT_WORDS_WIDTH + WORD_BYTES_WIDTH),    
    ELEMENT_NUM = 64,
    WAYS = 2,
    ELEMENT_INDEX_WIDTH = 6,    
    SET_INDEX_WIDTH = 5,    
    TAG_BITS = (ADDR_BITS - SET_INDEX_WIDTH - BLOCK_WIDTH);   
    wire [31:0] word1, word2;
    wire [15:0] half_word1, half_word2;
    wire [7:0]  byte1, byte2;
    wire recent1, recent2, valid1, valid2, dirty1, dirty2;
    wire [TAG_BITS-1:0] tag1, tag2;
    wire hit1, hit2;
    reg [ELEMENT_NUM-1:0] inner_recent = 0;
    reg [ELEMENT_NUM-1:0] inner_valid = 0;
    reg [ELEMENT_NUM-1:0] inner_dirty = 0;
    reg [TAG_BITS-1:0] inner_tag [0:ELEMENT_NUM-1];
    reg [31:0] inner_data [0:ELEMENT_NUM*ELEMENT_WORDS-1];
    integer i;
    initial begin
        for (i = 0; i < ELEMENT_NUM; i = i + 1)
            inner_tag[i] = 23'b0;
        for (i = 0; i < ELEMENT_NUM*ELEMENT_WORDS; i = i + 1)
            inner_data[i] = 32'b0;
    end
    wire [TAG_BITS-1:0] addr_tag;
    wire [SET_INDEX_WIDTH-1:0] addr_index;      
    wire [ELEMENT_INDEX_WIDTH-1:0] addr_element1; 
    wire [ELEMENT_INDEX_WIDTH-1:0] addr_element2;      
    wire [ELEMENT_INDEX_WIDTH+ELEMENT_WORDS_WIDTH-1:0] addr_word1;
    wire [ELEMENT_INDEX_WIDTH+ELEMENT_WORDS_WIDTH-1:0] addr_word2;  
    assign addr_tag = addr[ADDR_BITS-1:ADDR_BITS-TAG_BITS];  
    assign addr_index = addr[BLOCK_WIDTH+4:BLOCK_WIDTH];  
    assign addr_element1 = {addr_index, 1'b0};
    assign addr_element2 = {addr_index, 1'b1};       
    assign addr_word1 = {addr_element1, addr[ELEMENT_WORDS_WIDTH+WORD_BYTES_WIDTH-1:WORD_BYTES_WIDTH]};  
    assign addr_word2 = {addr_element2, addr[ELEMENT_WORDS_WIDTH+WORD_BYTES_WIDTH-1:WORD_BYTES_WIDTH]};            
    assign word1 = inner_data[addr_word1];
    assign word2 = inner_data[addr_word2];                 
    assign half_word1 = addr[1] ? word1[31:16] : word1[15:0];
    assign half_word2 = addr[1] ? word2[31:16] : word2[15:0];            
    assign byte1 = addr[1] ?
                    addr[0] ? word1[31:24] : word1[23:16] :
                    addr[0] ? word1[15:8] :  word1[7:0]   ;
    assign byte2 = addr[1] ?
                    addr[0] ? word2[31:24] : word2[23:16] :
                    addr[0] ? word2[15:8] :  word2[7:0]   ;                 
    assign recent1 = inner_recent[addr_element1];
    assign recent2 = inner_recent[addr_element2];               
    assign valid1 = inner_valid[addr_element1];
    assign valid2 = inner_valid[addr_element2];                
    assign dirty1 = inner_dirty[addr_element1];
    assign dirty2 = inner_dirty[addr_element2];                
    assign tag1 = inner_tag[addr_element1];
    assign tag2 = inner_tag[addr_element2];                  
    assign hit1 = valid1 & (tag1 == addr_tag);
    assign hit2 = valid2 & (tag2 == addr_tag);                  
    always @ (posedge clk) begin
        valid <= recent1 ? valid2 : valid1;                   
        dirty <= recent1 ? dirty2 : dirty1;                   
        tag <= recent1 ? tag2 : tag1;                     
        hit <= hit1 || hit2;                     
        if (load) begin
            if (hit1) begin
                dout <=
                    u_b_h_w[1] ? word1 :
                    u_b_h_w[0] ? {u_b_h_w[2] ? 16'b0 : {16{half_word1[15]}}, half_word1} :
                    {u_b_h_w[2] ? 24'b0 : {24{byte1[7]}}, byte1};
                inner_recent[addr_element1] <= 1'b1;
                inner_recent[addr_element2] <= 1'b0;
            end
            else if (hit2) begin
                dout <=
                    u_b_h_w[1] ? word2 :
                    u_b_h_w[0] ? {u_b_h_w[2] ? 16'b0 : {16{half_word2[15]}}, half_word2} :
                    {u_b_h_w[2] ? 24'b0 : {24{byte2[7]}}, byte2};
                inner_recent[addr_element1] <= 1'b1;
                inner_recent[addr_element2] <= 1'b0;             
            end
        end
        else dout <= inner_data[ recent1 ? addr_word2 : addr_word1 ];
        if (edit) begin
            if (hit1) begin
                inner_data[addr_word1] <= 
                    u_b_h_w[1] ?         
                        din
                    :
                        u_b_h_w[0] ?     
                            addr[1] ?        
                                {din[15:0], word1[15:0]} 
                            :
                                {word1[31:16], din[15:0]} 
                        :    
                            addr[1] ?
                                addr[0] ?
                                    {din[7:0], word1[23:0]}    
                                :
                                    {word1[31:24], din[7:0], word1[15:0]}  
                            :
                                addr[0] ?
                                    {word1[31:16], din[7:0], word1[7:0]}    
                                :
                                    {word1[31:8], din[7:0]}  
                ;
                inner_dirty[addr_element1] <= 1'b1;
                inner_recent[addr_element1] <= 1'b1;
                inner_recent[addr_element2] <= 1'b0;
            end
            else if (hit2) begin
                inner_data[addr_word2] <= 
                    u_b_h_w[1] ?         
                        din
                    :
                        u_b_h_w[0] ?     
                            addr[1] ?        
                                {din[15:0], word1[15:0]} 
                            :
                                {word2[31:16], din[15:0]} 
                        :    
                            addr[1] ?
                                addr[0] ?
                                    {din[7:0], word2[23:0]}    
                                :
                                    {word2[31:24], din[7:0], word2[15:0]}  
                            :
                                addr[0] ?
                                    {word2[31:16], din[7:0], word2[7:0]}    
                                :
                                    {word2[31:8], din[7:0]}  
                ;
                inner_dirty[addr_element2] <= 1'b1;
                inner_recent[addr_element1] <= 1'b0;
                inner_recent[addr_element2] <= 1'b1;
            end
        end
        if (store) begin
            if (recent1) begin   
                inner_data[addr_word2] <= din;
                inner_valid[addr_element2] <= 1'b1;
                inner_dirty[addr_element2] <= 1'b0;
                inner_tag[addr_element2] <= addr_tag;
            end else begin
                inner_data[addr_word1] <= din;
                inner_valid[addr_element1] <= 1'b1;
                inner_dirty[addr_element1] <= 1'b0;
                inner_tag[addr_element1] <= addr_tag;
            end
        end
        if (invalid) begin
            inner_recent[addr_element1] <= 1'b0;
            inner_recent[addr_element2] <= 1'b0;
            inner_valid[addr_element1] <= 1'b0;
            inner_valid[addr_element2] <= 1'b0;
            inner_dirty[addr_element1] <= 1'b0;
            inner_dirty[addr_element2] <= 1'b0;
        end
    end
endmodule
module cmu (
		input clk,
		input rst,
		input [31:0] addr_rw,
		input en_r,
		input en_w,
        input [2:0] u_b_h_w,
		input [31:0] data_w,
		output [31:0] data_r,
		output stall,
		output reg mem_cs_o = 0,
		output reg mem_we_o = 0,
		output reg [31:0] mem_addr_o = 0,
		input [31:0] mem_data_i,
		output [31:0] mem_data_o,
		input mem_ack_i,
        output [2:0] cmu_state
	);
    localparam 
    ADDR_BITS = 32,
    WORD_BYTES = 4,
    WORD_BYTES_WIDTH = 2,    
    WORD_BITS = (WORD_BYTES * 8),
    ELEMENT_WORDS = 4,
    ELEMENT_WORDS_WIDTH = 2,    
    BLOCK_WIDTH = (ELEMENT_WORDS_WIDTH + WORD_BYTES_WIDTH),    
    ELEMENT_NUM = 64,
    WAYS = 2,
    ELEMENT_INDEX_WIDTH = 6,    
    SET_INDEX_WIDTH = 5,    
    TAG_BITS = (ADDR_BITS - SET_INDEX_WIDTH - BLOCK_WIDTH);   
    reg [ADDR_BITS-1:0] cache_addr = 0;
    reg cache_load = 0;
    reg cache_store = 0;
    reg cache_edit = 0;
    reg [2:0] cache_u_b_h_w = 0;
    reg [WORD_BITS-1:0] cache_din = 0;
    wire cache_hit;
    wire [WORD_BITS-1:0] cache_dout;
    wire cache_valid;
    wire cache_dirty;
    wire [TAG_BITS-1:0] cache_tag;
    cache CACHE (
        .clk(~clk),                       
        .rst(rst),                        
        .addr(cache_addr),                
        .load(cache_load),                
        .store(cache_store),              
        .edit(cache_edit),                
        .invalid(1'b0),                   
        .u_b_h_w(cache_u_b_h_w),          
        .din(cache_din),                  
        .hit(cache_hit),                  
        .dout(cache_dout),                
        .valid(cache_valid),              
        .dirty(cache_dirty),              
        .tag(cache_tag)                   
    );
    localparam
        S_IDLE = 0,
        S_PRE_BACK = 1,
        S_BACK = 2,
        S_FILL = 3,
        S_WAIT = 4;
    reg [2:0]state = 0;
    reg [2:0]next_state = 0;
    reg [ELEMENT_WORDS_WIDTH-1:0]word_count = 0;
    reg [ELEMENT_WORDS_WIDTH-1:0]next_word_count = 0;
    assign cmu_state = state;
    always @ (posedge clk) begin
        if (rst) begin
            state <= S_IDLE;
            word_count <= 2'b00;
        end
        else begin
            state <= next_state;
            word_count <= next_word_count;
        end
    end
    always @ (*) begin
        if (rst) begin
            next_state = S_IDLE;
            next_word_count = 2'b00;
        end
        else begin
            case (state)
                S_IDLE: begin
                    if (en_r || en_w) begin
                        if (cache_hit)
                            next_state = S_IDLE;
                        else if (cache_valid && cache_dirty)
                            next_state = S_PRE_BACK;
                        else
                            next_state = S_FILL;
                    end
                    next_word_count = 2'b00;
                end
                S_PRE_BACK: begin
                    next_state = S_BACK;
                    next_word_count = 2'b00;
                end
                S_BACK: begin
                    if (mem_ack_i && word_count == {ELEMENT_WORDS_WIDTH{1'b1}})     
                        next_state = S_FILL;
                    else
                        next_state = S_BACK;
                    if (mem_ack_i)
                        next_word_count = word_count + 2'b01;
                    else
                        next_word_count = word_count;
                end
                S_FILL: begin
                    if (mem_ack_i && word_count == {ELEMENT_WORDS_WIDTH{1'b1}})
                        next_state = S_WAIT;
                    else
                        next_state = S_FILL;
                    if (mem_ack_i)
                        next_word_count = word_count + 2'b01;
                    else
                        next_word_count = word_count;
                end
                S_WAIT: begin
                    next_state = S_IDLE;
                    next_word_count = 2'b00;
                end
            endcase
        end
    end
    always @ (*) begin
        case(state)
            S_IDLE, S_WAIT: begin
                cache_addr = addr_rw;
                cache_load = en_r;
                cache_edit = en_w;
                cache_store = 1'b0;
                cache_u_b_h_w = u_b_h_w;
                cache_din = data_w;
            end
            S_BACK, S_PRE_BACK: begin
                cache_addr = {addr_rw[ADDR_BITS-1:BLOCK_WIDTH], next_word_count, {ELEMENT_WORDS_WIDTH{1'b0}}};
                cache_load = 1'b0;
                cache_edit = 1'b0;
                cache_store = 1'b0;
                cache_u_b_h_w = 3'b010;
                cache_din = 32'b0;
            end
            S_FILL: begin
                cache_addr = {addr_rw[ADDR_BITS-1:BLOCK_WIDTH], word_count, {ELEMENT_WORDS_WIDTH{1'b0}}};
                cache_load = 1'b0;
                cache_edit = 1'b0;
                cache_store = mem_ack_i;
                cache_u_b_h_w = 3'b010;
                cache_din = mem_data_i;
            end
        endcase
    end
    assign data_r = cache_dout;
    always @ (*) begin
        case (next_state)
            S_IDLE, S_PRE_BACK, S_WAIT: begin
                mem_cs_o = 1'b0;
                mem_we_o = 1'b0;
                mem_addr_o = 32'b0;
            end
            S_BACK: begin
                mem_cs_o = 1'b1;
                mem_we_o = 1'b1;
                mem_addr_o = {cache_tag, addr_rw[ADDR_BITS-TAG_BITS-1:BLOCK_WIDTH], next_word_count, {ELEMENT_WORDS_WIDTH{1'b0}}};
            end
            S_FILL: begin
                mem_cs_o = 1'b1;
                mem_we_o = 1'b0;
                mem_addr_o = {addr_rw[ADDR_BITS-1:BLOCK_WIDTH], next_word_count, {ELEMENT_WORDS_WIDTH{1'b0}}};
            end
        endcase
    end
    assign mem_data_o = cache_dout;
    assign stall = (next_state != S_IDLE);
endmodule
```
`design/flow/run.sh`:
```
#!/bin/bash
# OpenROAD 26Q1-2900-gdf79404cd8, Yosys 0.63+post, stock flow scripts
make -C /OpenROAD-flow-scripts/flow DESIGN_CONFIG=/design/flow/config.mk WORK_HOME=/design/flow/orfs finish
```
==> CHANGELOG.md <==
## Implementation

* Status: finished clean
* Number of cell rows at between 300 and 400
* Pleak at between 150 and 200 nW
* Vias in the first global route at between 200k and 300k
* Num CTS Buffers at between 1000 and 1500
* RSZ-0062 raised after global routing: no
* Clock Tree Buf Depth at 5
* Detailed-route via count at 250758
* Crit path required time at about 27 ns
* Global route overflow at 0
* Cell Type Count at 95
* Setup-failing EPs final at 0
* Chip area at between 900000 and 1000000 um2
* Setup tns final at 0 ns
* Final instance area at a little under 500000 um2
* 1st-iter DRT viols at around 18000
* Gate Count Post-Synth at between 20000 and 25000
* Startpoint types: flip-flop
* Count of unclocked register or latch pins at between 100 and 150
* Worst Setup End Kind: output port
* Antenna Nets Post-Route at 0
* CTS tree: built
* # DRC at 0
* Peak VDD IR at ~0.062 mV
* Critical path fanouts, max at 2
* Largest type area fraction at 74.0%
* Die H at ~1000 um
* GRT Total Usage at between 30% and 40%
* Ports at about 210
* Slew headroom at between 6 and 7%
* Slowest stage delay, CP at 0.96 ns
* Count of pins over their slew limit at 0
* Area leader, netlist: edfxtp_1
* CP delay by family, top: flip-flops
* Yosys Chip Area at 396000 um2
* Syn. warnings at 2
* Syn Area/Cell at around 19 um2
* FILL cells at just under 80000
* Pre-antenna DRT Iters at 7
* Ys async rst share at 0%
* Post CTS Setup Buffer Count at 0
* Core area at just under 1000000 um2
* Tightest Pin Transition at ~1.4 ns
* Count leader, synth: edfxtp_1
* Post-synth EDFFs at 9760
* Mapped Area at 396000 um2
* Worst-case clock skew at 0.102 ns
* Final Hold Fails at 0
* Tool warnings at 1053
* Crit path buf inv count at 1
* CTS HTree Levels at 7
* Die width at approximately 1000 um
* Worst-path cell chain: clkdlybuf4s50_1
* Number of antenna violations at the first check in global routing at about 130
* Hold Crit Class: reg2reg
* WP data arrival at 20.01 ns
* Post_cts resized at 0
* GPL Wtd Cong at 1.09
* Late-Pin Clk Latency at between 1 and 1.5 ns
* Endpoints left unconstrained at about 1600
* IO Port Bufs at 203
* DP HPWL at 877 mm
* Post-Place Cell Area at between 400000 and 500000 um2
* First-pass GRT wire length at between 1500 and 2000 mm
* Reg area at 297000 um2
* Cts hold-fix bufs at 0
* Logic area at between 90000 and 100000 um2
* Final WL at 1430 mm
* Post-synth area hogs: edfxtp_1 (74%), mux4_2 (11%), mux2i_1 (3.2%)
* Setup CP Type: reg2out
* Ys cells at 20761
* Post-DR wirelength/cell at 30.9 um
* Area grow syn2layout at 25.6%
* Pre-placement core utilization at 40.1%
* Flops after synth at between 9000 and 10000
* Largest net degree at the start of global routing at between 100 and 150
* Clock slew at reported path FFs at 0.03 ns
* Max_cap viols at 0
* DR vias/cell at 5.41
* Share of cells above drive strength 1 at between 10% and 20%
* Synth top cells by count: edfxtp_1 (9760), mux4_2 (1992), nand2_1 (1283), mux2i_1 (1248), nor2_1 (1014)
* Root buf cell: clkbuf_16
* Main flop type: edfxtp_1
* Worst-path cell with the longest stage delay: edfxtp_1
* P per Cell Area at 59.8 nW/um2
[metrics by stage]
stage / hold slack (ns) / cells / total power, W / utilization, % / setup WS (ns)
6_report: 0.454 / 46321 / 0.0297 / 50.4 / 7.19
5_1_grt: 0.467 / 46215 / 0.0316 / 50.4 / 7.16
3_3_place_gp: 0.440 / 34218 / 0.0152 / 42.8 / 8.37
4_1_cts: 0.455 / 46048 / 0.0302 / 50.3 / 7.22
3_5_place_dp: 0.451 / 34218 / 0.0152 / 42.8 / 8.37
2_1_floorplan: 0.432 / 20762 / 0.0152 / - / 9.75
[layout by cell type, fill, tap and decap left out, types with 273 or more instances in the layout]
master / Yosys / final
inv_1: 57 / 10178
clkinvlp_2: 0 / 275
o22ai_1: 401 / 398
a21oi_1: 688 / 666
nand2_1: 1283 / 1262
mux2_2: 326 / 323
o21ai_0: 411 / 379
diode_2: 0 / 273
clkbuf_16: 0 / 1145
mux4_2: 1992 / 1992
buf_4: 79 / 1388
edfxtp_1: 9760 / 9760
nor2_1: 1014 / 681
mux2i_1: 1248 / 1232
[layer usage]
layer / GRT usage (%) / share of wire (%) / vias up
met5: 7.39 / 0.51 / -
met4: 23.0 / 8.3 / 132
met3: 26.7 / 18 / 3484
met2: 41.7 / 44 / 17147
met1: 31.4 / 29 / 121872
li1: - / - / 108123
[path summary, 6_finish.rpt]
check	slack, ns	from	cells past startpoint	end
worst min-delay path	0.45	CACHE.inner_recent[56]$_DFF_N_	2	CACHE.inner_recent[56]$_DFF_N_
worst min register to register	0.45	CACHE.inner_recent[56]$_DFF_N_	2	CACHE.inner_recent[56]$_DFF_N_
worst max register to register	26.20	CACHE.inner_recent[8]$_DFF_N_	17	CACHE.dout[31]$_DFFE_NP_
worst max-delay path	7.19	CACHE.dout[15]$_DFFE_NP_	1	mem_data_o[15]
[kinds of logic after synthesis]
group	Yosys count	share of synthesized area (%)
DFF	9887	74.6
xor gates and xnor gates	38	0.0840
other	1	0.000947
AOI/OAI and AO/OA	2783	4.65
latches	107	0.407
and+or+nand+nor	2938	3.14
adders and majority gates	9	0.0278
muxes	3572	15.4
buffers and inverters	1426	1.62
[layout make-up]
| type | instances | share of cell area, % |
|---|---|---|
| clock inverter | 10686 | 9.09 |
| inverter | 63 | 0.0538 |
| timing repair buffer | 1606 | 2.56 |
| antenna | 273 | 0.137 |
| sequential | 9994 | 59.8 |
| clock buffer | 1145 | 5.76 |
| tap | 13212 | 3.32 |
| multi-input combinational | 9342 | 19.3 |
[flip-flops by register name (all words and copies together) (netlist names), 2 cells and up]
register,count
CACHE.inner_dirty,64
state,3
next_state,3
next_word_count,2
CACHE.inner_valid,64
CACHE.inner_recent,32
CACHE.dout,32
CACHE.inner_data,8192
cache_addr,32
cache_u_b_h_w,3
cache_din,32
mem_addr_o,30
word_count,2
CACHE.tag,23
CACHE.inner_tag,1472
[where the power goes]
| group | internal, W | switching (W) |
|---|---|---|
| clock network | 0.00870 | 0.00771 |
| logic | 0.0000131 | 0.00000969 |
| registers | 0.0133 | 0.000000235 |
Power is estimated from default activity; no workload was simulated.
